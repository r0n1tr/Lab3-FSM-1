$ cat /design/flow/run.sh
#!/bin/bash
# OpenROAD 26Q1-2900-gdf79404cd8, Yosys 0.63+post, stock flow scripts
make -C /OpenROAD-flow-scripts/flow DESIGN_CONFIG=/design/flow/config.mk WORK_HOME=/design/flow/orfs finish
$ cat /design/flow/config.mk
export PLATFORM = sky130hd
export DESIGN_NAME = lfsr
export DESIGN_NICKNAME = lfsr
export VERILOG_FILES = /design/flow/design.v
export SDC_FILE = /design/flow/constraint.sdc
export NUM_CORES = 4
export LEC_CHECK = 1
export CORE_AREA = 10 10 70 70
export DIE_AREA = 0 0 80 80
$ cat /design/flow/constraint.sdc
current_design lfsr

set clk_period 1.6
set clk_io_pct 0.2

create_clock -name clk0 -period $clk_period [get_ports {clk}]

set non_clock_inputs [all_inputs -no_clocks]
set_input_delay [expr $clk_period * $clk_io_pct] -clock clk0 $non_clock_inputs
set_output_delay [expr $clk_period * $clk_io_pct] -clock clk0 [all_outputs]
$ cat /design/flow/design.v
module lfsr(
    input logic clk,
    input logic rst,
    input logic en,
    output logic[4:1] data_out
);
    logic [4:1] sreg;
always_ff @ (posedge clk, posedge rst)
    if(rst)
        sreg <= 4'b1;
    else
        if(en) begin
            sreg <= {sreg[4:1], sreg[4] ^ sreg[3]};
        end
assign data_out = sreg;
endmodule
==> flow_summary_export.csv <==
group,metric,value,unit
placed_design,gp_congestion,0.661,
clocking,postCtsSetupBuffers,0,
critical_path,path_delay_family,"flip-flops",
min_path,hp-class,"input pin to asynchronous set/reset pin",
clocking,cts_root_buffer,"clkbuf_4",
floorplanning,fp_util,4.58,%
critical_path,slowest_stage,"dfstp_2",
power_and_ir_drop,irDropWorstVdd,0.000251,V
floorplanning,die-area,6400,sq um
grt,grt_pass1_vias,128,
logic_synthesis,syn_area,156,sq um
sta,hold_viol,0,
sta,final.min_clock_period,1560,ps
routing,drtIter0Drc,17,
logic_synthesis,topCellsByArea,"dfrtp_1 48%, mux2_2 22%, dfstp_2 17%, xnor2_1 5.6%, a21oi_1 3.2%",
routing,route.detailed.drc,0,
clocking,cts_buffers,3,
critical_path,worstSetupPathType,"register to output port",
sta,rsz0062_at_grt,"no",
logic_synthesis,top_area_share,48.0,%
sta,fmax,642,MHz
placed_design,place_area,274,sq um
logic_synthesis,largest_area_cell,"dfrtp_1",
placed_design,io_buffers,6,
clocking,cts.clk_slew.worst_paths,40,ps
logic_synthesis,synthCells,11,
logic_synthesis,syn_avg_cell_area,14.2,sq um
outcome,outcome,"finished, final reports clean",
job,cap_violations,0,
grt,antenna_found_initial,0,
layout,top_regs,"sreg (4)",
clocking,cts_max_level,1,
critical_path,arrival,1240,ps
sta,drv_slew,0,
clocking,cts-resized-gates,0,
layout,largest_register_ffs,4,
floorplanning,io_pins,7,
grt,grt_max_degree,6,
clocking,cts_hold_buffers,0,
sta,finalHoldWorstSlack,260,ps
placed_design,placed_cells,63,
floorplanning,rows,21,
critical_path,cp_num_buf_inv,1,
clocking,clock-sinks,4,
floorplanning,die_h,80,um
routing,dr.pass1.iters,2,
routing,vias,125,
grt,grt_usage,1.55,%
critical_path,max_stage_delay,530,ps
sta,relSlewSlack,84.5,%
critical_path,start_kind,"register",
layout,drive_gt1_share,36.4,%
layout,syn2layout_area_growth,96.8,%
sta,setup_violations,0,
sta,finalCritPeriodShare,97.3,%
logic_synthesis,synth_flop_count,4,
layout,finalNonFillerCells,68,
routing,vias_per_cell,1.84,
sta,fin_setup_tns,0,ps
clocking,tritoncts,"yes",
power_and_ir_drop,power.density,1740,nW/um^2
floorplanning,fp.dieW,80,um
grt,grt_overflow_total,0,
grt,grt_pass1_wl,641,um
logic_synthesis,ys_warn_count,1,
clocking,cts_buffer_depth,2,
job,tool_warnings,25,
logic_synthesis,ys_cells,11,
clocking,clkLatencyLatePin,240,ps
critical_path,cp_cell_sequence,"clkdlybuf4s50_1",
layout,final_area,308,sq um
logic_synthesis,ys_area,156,sq um
logic_synthesis,synth.distinct_cells,7,
routing,ant_nets,0,
critical_path,crit_path_end_kind,"output port",
critical_path,critPathMaxFanout,3,
critical_path,critPathRequiredTime,1280,ps
routing,wl,467,um
sta,skew,10.4,ps
routing,routedWlPerCell,6.87,um
floorplanning,core_region_area,3420,sq um
logic_synthesis,synth_seq_share,64.8,%
sta,worst_pin_slew,231,ps
layout,largest-register,"sreg",
power_and_ir_drop,p_leak,0.109,nW
routing,num_antenna_cells,0,
final cells by class:
cell class,instances,area (sq um)
fillers,406,3110
inverters,1,3.75
clock buffers,4,26.3
flip-flops and latches,4,101
well taps,46,57.6
multi-input cells,6,51.3
repair buffers,7,67.6
worst paths after layout:
check	startpoint	to	slack, ps	depth (start not counted)
hold / removal	rst	sreg[2]	260	2
max in group asynchronous	rst	sreg[1]	1100	2
setup reg to reg	sreg[1]	sreg[1]	750	3
setup / recovery	sreg[1]	data_out[1]	40	1
min in group clk0	sreg[2]	sreg[2]	530	1
hold reg to reg	sreg[2]	sreg[2]	530	1
power breakdown:
group          switching [W]  total, W  internal (W)
Clock              0.0000466  0.000140     0.0000939
Combinational      0.0000421  0.000191      0.000148
Sequential         0.0000418  0.000204      0.000162
layout by cell type, fill, tap and decap left out, drive strengths merged:
| cell type | netlist | final |
|---|---|---|
| a21oi | 1 | 1 |
| inv | 1 | 1 |
| nor2 | 1 | 1 |
| clkdlybuf4s50 | 0 | 6 |
| buf | 0 | 1 |
| clkbuf | 0 | 4 |
| dfstp | 1 | 1 |
| xnor2 | 1 | 1 |
| mux2 | 3 | 3 |
| dfrtp | 3 | 3 |
cells by family after synthesis:
logic type,synth area share (%)
flops,64.8
compound gates,3.20
xor+xnor,5.60
mux,21.6
buf+inv,2.40
simple gates,2.40
Yosys cell counts, drive strengths merged:
cell type / count
dfrtp: 3
a21oi: 1
inv: 1
xnor2: 1
nor2: 1
mux2: 3
dfstp: 1
routing by layer:
layer	routed length, um	track usage [%]
met1	186	1.40
met2	209	1.93
met3	71	2.27
met4	0	0.352
met5	0	0
stage by stage:
| step | total power [W] | setup WS (ps) | util, % |
|---|---|---|---|
| finish | 0.000535 | 42.6 | 9.01 |
| global placement | 0.000380 | 223 | 8.02 |
| global route | 0.000580 | 1.77 | 9.01 |
| detailed placement | 0.000386 | 224 | 8.02 |
| CTS | 0.000535 | 8.64 | 8.79 |
| floorplan | 0.000252 | 782 | - |
Power is estimated from default activity; no workload was simulated.
